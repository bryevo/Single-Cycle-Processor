==> ./design.v <==
`timescale 1ns / 1ps
module JumpRegister(input JR,
						  input [5:0] Funct,
						  input [31:0] PC, RD1,
						  output [31:0] JR_out);
assign JR_out = (JR && Funct == 6'b001000) ? RD1 : PC;
endmodule
==> ./run.sh <==
#!/bin/bash
# OpenROAD 26Q1-2900-gdf79404cd8, Yosys 0.63+post, stock flow scripts
make -C /OpenROAD-flow-scripts/flow DESIGN_CONFIG=/design/flow/config.mk WORK_HOME=/design/flow/orfs finish
==> ./config.mk <==
export PLATFORM = sky130hd
export DESIGN_NAME = JumpRegister
export DESIGN_NICKNAME = JumpRegister
export VERILOG_FILES = /design/flow/design.v
export SDC_FILE = /design/flow/constraint.sdc
export NUM_CORES = 4
export LEC_CHECK = 1
export CORE_AREA = 10 10 70 70
export DIE_AREA = 0 0 80 80
==> ./constraint.sdc <==
current_design JumpRegister

set clk_period 4.3
set clk_io_pct 0.2

create_clock -name clk0 -period $clk_period

set non_clock_inputs [all_inputs -no_clocks]
set_input_delay [expr $clk_period * $clk_io_pct] -clock clk0 $non_clock_inputs
set_output_delay [expr $clk_period * $clk_io_pct] -clock clk0 [all_outputs]
==> results.txt <==
Physical design

The storage element area stands at 0 µm². The number of buffers added to fix hold violations after cts stands at 0. The total count of hold-check failures in the final report stands at 0. The antenna violation net count after detailed routing stands at 0.

The vertical die dimension stands at 80 µm. The DRC violation total left in the routed layout is recorded as 0. After detailed placement, the total cell area comes to about 1600 µm². The routed length on met3 stands at between 300 and 400 µm. The pin count of the biggest net entering global routing stands at 21. The highest layer touched by signal routing is met3.

The worst setup path is captured at an output port. The overall routed net length stands at approximately 2800 µm. The script logs the ratio of routed vias to standard cells as ~3.7. The synthesized netlist was found by Yosys to have 38 cells. The post-synthesis share of cell area spent on and-or and or-and gates stands at 0%. The share of the synthesized area in the top cell type stands at between 80% and 90%. After technology mapping, the gate count stands at 38. The post-synthesis chip area from yosys stands at about 530 µm². The tool warning count for the run is 32. The placement summary gives the final routability congestion estimate as 0.7033. The tally of clock buffers in the finished layout stands at 0.

The worst setup timing slack at the placement stage stands at 562.2 ps. The average instance area after synthesis stands at between 10 and 15 µm². The required time of the critical path stands at between 3000 and 4000 ps. The number of antenna violations at the first check in global routing is 0.

The floorplan core area stands at around 3400 µm². The detailed-routed wire length on met2 stands at between 1000 and 1500 µm. The iteration count recorded for the first detailed-route pass is 2.

For this design, the slowest cell found on the critical path is clkdlybuf4s50_1. The flow reported a cell area power density of about 74 nW/µm². The wire length of the first global-routing pass stands at around 4000 µm. The endpoint arrival time on the critical path stands at about 2900 ps. The placement report lists the number of port buffers as between 100 and 150.

Setup repair after global routing left no endpoint under its margin. STA classifies the critical path startpoint as an input pin. The finished cells cover approximately 1600 µm². Listed in order, past its start point the critical path passes clkdlybuf4s50_1 -> and4bb_1 -> nand2_2 -> buf_12 -> mux2_4 -> clkdlybuf4s50_1.

In the final layout, the fill cell count is around 320. The placement row count stands at 21. Measured on the finished design, the core utilization comes to a little under half. The area fraction in and, or, nand and nor cells after synthesis stands at 4.481%. The highest supply drop recorded on VDD is 0.02336 mV. In the synthesized netlist, mux cells make up just under 90% of the area. The flow ran to the end, and the final reports show no timing, DRC or antenna violations. Among the non-sequential cells, multiplexers take the most area.

The minimum hold slack stands at roughly 2700 ps. The buffer count from post-CTS setup fixing stands at 0. The number of gates resized after CTS stands at 0. The delay contributed by the slowest stage of the critical path stands at roughly 450 ps. The sum of routed wire segments on met1 stands at 1040 µm.

The count of buffering cells on the critical path with inverters included stands at 3. The worst hold path belongs to the class in2out. For the final routed database, the setup TNS stands at 0 ps. Checking max transition, the worst relative margin is around 72%. After synthesis the cells add up to roughly 530 µm².

After global routing the overflow that remains totals 0. The overall via count from detail_route stands at between 600 and 700. Of the total synthesized cell area, the portion taken by full adders, half adders and majority gates is 0%. The fraction of the core area occupied by cells at floorplan stands at between 10% and 20%. For this block, the initial DRC count from the detailed router was 8. Timing would allow up to between 0.2 and 0.3 GHz. The cell-mix breakdown from Yosys lists the XOR/XNOR area share as 0%. Of the cells placed in the final design, the portion with a size suffix greater than 1 is approximately 24%. According to the I/O placement log, the pin count is slightly above 100. The number of failing setup endpoints in the final timing report stands at 0. In this run the horizontal extent of the chip is about 80 µm. In this run the static leakage power is about 0.72 nW. The smallest setup slack after layout stands at 594.5 ps. The via count of the first global-routing pass stands at 790. The final cycle utilization of the critical path stands at between 80% and 90%. Global routing used around 7.5% of the available tracks across all layers.

Counting I/O delays and the setup requirement, the final critical path takes about 3700 ps. The synthesis-to-layout area growth stands at 202.6%. For the pin with the worst max-slew slack, the measured transition is about 420 ps.

The maximum fanout along the worst path stands at 20. Max-slew check failures listed in the final report amount to 0. The number of non-filler instances in the completed layout stands at 185.

The cell type that accounts for the most area after synthesis is mux2_4. Yosys mapped the design onto 6 distinct sky130hd cell types. In the routed netlist, the antenna diode instances number 0. For reference, the most critical setup path is categorized as in2out. Total power for the finished layout comes to 0.1192 mW. The part of the Yosys area used for sequential elements stands at 0%. The timing report shows the most common cell along the critical path to be clkdlybuf4s50_1. After synthesis, the cell types taking the most area are mux2_4 85%, buf_6 6.4%, mux2_2 4.2%, and4bb_1 2.4%, nand2_2 1.2%. After floorplanning, the die was sized to cover 6400 µm². In this run, placement finished with an instance count of approximately 190. The average wire per cell in the routed design stands at 14.91 µm. The number of max-capacitance violations reported stands at 0. The design has 0 sequential cells. The number of synthesis warnings stands at 0.

The cell family contributing the most delay on the critical path is buffers and inverters.
cell usage in the layout (no fill, tap or decap):
master,count
nand2_2,1
nor3_1,1
clkdlybuf4s50_1,103
and4bb_1,1
buf_12,1
mux2_4,30
mux2_2,2
cell usage after synthesis:
| master | count |
|---|---|
| and4bb_1 | 1 |
| buf_6 | 3 |
| mux2_2 | 2 |
| nand2_2 | 1 |
| nor3_1 | 1 |
| mux2_4 | 30 |
final cells by class:
class                      instances  area, µm²  share of cell area (%)
tap                               46      57.56                   3.585
timing repair buffer             104       1051                   65.47
multi-input combinational         35      496.7                   30.94
final timing paths:
path	startpoint	endpoint	slack [ps]	cells after the start
min	RD1[2]	JR_out[2]	2750	3
max	Funct[2]	JR_out[18]	590	6
where the power goes:
| part | leakage, nW | internal, mW | switching (mW) |
|---|---|---|---|
| Sequential | 0 | 0 | 0 |
| Clock | 0 | 0 | 0 |
| Combinational | 0.720 | 0.103 | 0.0163 |
cell families (layout without fill, tap and decap cells):
group                  count (synthesis)  count (layout)
and+or+nand+nor                        3               3
buffers and inverters                  3             104
muxes                                 32              32
worst min-delay path: cells and delay by family:
family                 cells  cell delay (ps)
buffers and inverters      2              900
multiplexers               1              130
per-layer routing:
layer  vias to the layer above  GRT usage, %
met2                        53         13.48
met1                       288         8.174
met5                         -             0
li1                        348             -
met3                         0         3.864
met4                         0             0
Power is estimated from default activity; no workload was simulated.
